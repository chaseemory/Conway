File: config.mk
export PLATFORM = sky130hd
export DESIGN_NAME = memory_transfer
export DESIGN_NICKNAME = memory_transfer
export VERILOG_FILES = /design/flow/design.v
export SDC_FILE = /design/flow/constraint.sdc
export NUM_CORES = 4
export LEC_CHECK = 1
export CORE_UTILIZATION = 50
export SYNTH_HDL_FRONTEND = slang
File: constraint.sdc
current_design memory_transfer

set clk_period 5.3
set clk_io_pct 0.2

create_clock -name clk0 -period $clk_period [get_ports {clk}]

set non_clock_inputs [all_inputs -no_clocks]
set_input_delay [expr $clk_period * $clk_io_pct] -clock clk0 $non_clock_inputs
set_output_delay [expr $clk_period * $clk_io_pct] -clock clk0 [all_outputs]
File: design.v
module memory_transfer(
	input wire clk,
	input wire start,
	input wire data_in,
	output reg [9:0] rd_addr_x = 10'b0000000000, wr_addr_x = 10'b0000000000,
	output reg [8:0] rd_addr_y = 9'b000000000, wr_addr_y = 9'b000000000,
	output wire wr_en,
	output reg data_out
    );
    parameter X_MAX 	= 10'd639;
    parameter Y_MAX 	= 9'd479;
    parameter X_ZERO 	= 10'b0000000000;
    parameter Y_ZERO 	= 9'b000000000;
    reg enable = 1'b0, enable_next;
    reg [9:0] rd_addr_x_next = X_ZERO, wr_addr_x_next = X_ZERO;
    reg [8:0] rd_addr_y_next = Y_ZERO, wr_addr_y_next = Y_ZERO;
    reg wr_en_next = 1'b0;
    always @ (posedge clk) begin
    	enable <= enable_next;
    	if(enable) begin
    		rd_addr_x 		<= rd_addr_x_next;
    	    rd_addr_y 		<= rd_addr_y_next;
    	    wr_addr_x_next 	<= rd_addr_x;
    	    wr_addr_y_next 	<= rd_addr_y;
    	    wr_addr_x 		<= wr_addr_x_next;
    	    wr_addr_y 		<= wr_addr_y_next;
    	    data_out		<= data_in;
    	end
    end
    always_comb begin
    	rd_addr_y_next  = (enable_next == 1'b0) ? Y_ZERO : (rd_addr_x == X_MAX - 1'b1) ? ( (rd_addr_y < Y_MAX - 1'b1) ? rd_addr_y + 1'b1 : Y_ZERO) : rd_addr_y;
        rd_addr_x_next  = (enable_next == 1'b0) ? X_ZERO : (rd_addr_x == X_MAX - 1'b1) ? X_ZERO : rd_addr_x + 1'b1;
    	case({start, enable}) 		
            2'b01:		begin
            				if(wr_addr_x == X_ZERO & wr_addr_y == Y_ZERO) enable_next = 1'b0;
            				else enable_next = 1'b1;
            			end
            2'b00:		enable_next = 1'b0;
            default:	enable_next = 1'b1;
        endcase
    end   
    assign wr_en = enable;   
endmodule
File: run.sh
#!/bin/bash
# OpenROAD 26Q1-2900-gdf79404cd8, Yosys 0.63+post, stock flow scripts
make -C /OpenROAD-flow-scripts/flow DESIGN_CONFIG=/design/flow/config.mk WORK_HOME=/design/flow/orfs finish
==> impl_metrics.tcl <==
# place-and-route summary
set metrics [dict create \
    clock.fmax_ghz 0.357 \
    cp-end-kind "output port" \
    period_minus_slack_ns 2.80 \
    coreArea_sq_um 4380 \
    dr.pass1.iters 4 \
    top_area_cell "edfxtp_1" \
    power.leakage_nw 1.06 \
    holdBufCountCts 0 \
    wl_um 3830 \
    top_cell_area_share 0.755 \
    tightest_slew_ns 0.630 \
    hold_depth 0 \
    cp_max_fo 53 \
    die_area_sq_um 4890 \
    hp-start "wr_addr_x_next[8]" \
    fin_skew_ns 0.00610 \
    rsz0062_at_grt "false" \
    ys_cells 140 \
    critPathLaunchType "flip-flop" \
    clk_latency_ns 0.33 \
    tns_ns 0 \
    finalHoldViolCount 0 \
    cap_violations 0 \
    grt_pass1_wl_um 6440 \
    routed_via_density 5.29 \
    hp-class "flip-flop to flip-flop" \
    fill_cells 283 \
    syn_to_final_growth_pct 29.7 \
    wl_per_cell_um 15.4 \
    syn-mean-instance-area_sq_um 16.5 \
    grt.total_usage 0.186 \
    yosys_warnings 0 \
    max_stage_delay_ns 0.58 \
    synth_area_sq_um 2310 \
    diodes 0 \
    grt_pass1_vias 1284 \
    postCtsSetupBuffers 0 \
    status "finished, final reports clean" \
    drcViolationCount 0 \
    area_leaders "edfxtp_1, xor2_1, nor3_1" \
    p_per_area_nw_per_um2 464 \
    portBuffers 42 \
    holdWs_ns 0.413 \
    reg2regPathDepth 4 \
    cp.required_ns 4.24 \
    r2r_setup_slack_ns 2.99 \
    path_class "flip-flop to output port" \
    ant_nets 0 \
    numCtsBuffers 9 \
    hold_path_end "wr_addr_x[8]" \
    drt-initial-drc-count 34 \
    grt_start_max_net_pins 54 \
    clk_pin_slew_ns 0.06 \
    reg2reg_to "rd_addr_y[8]" \
    die_w_um 69.9 \
    place_congestion 0.803 \
    die_height_um 69.9 \
    drive_gt1_frac 0.122 \
    ir_drop_uv 383 \
    ys_area_sq_um 2310 \
    grt_overflow 0 \
    ys_ff 59 \
    cts_resized 0 \
    drv_slew 0 \
    max_slew_margin 0.580 \
    num_io_pins 43 \
    synth_seq_share 0.764 \
    tritoncts "done" \
    cts_root_buf "clkbuf_8" \
    synth_cells 140 \
    min_period_over_period 0.529 \
    worstPathArrival_ns 1.74 \
    setup_viol 0 \
    openroad.warnings 27 \
    row_count 24 \
    fin_util 0.682 \
    cts_buffer_depth 2 \
    grt_antenna_before_repair 0 \
    cpMaxStageDelayCell "clkdlybuf4s50_1" \
    htree_num_levels 3 \
    hpwl_um 2470 \
    cts.sinks 59 \
    vias 1316 \
    fp-utilization 0.526 \
    yosysUniqueCellTypes 27 \
    crit_path_cell_trace "buf_4, clkdlybuf4s50_1" \
    reg2reg_from "wr_addr_y[1]" \
]
-- worst max path at each step --
stage | slack (ns) | from | cells past startpoint | end
finish | 2.50 | wr_en | 2 | wr_en
global route | 2.41 | wr_en | 2 | wr_en
CTS | 2.47 | wr_en | 2 | wr_en
-- where the power goes --
part	leakage, nW	switching, mW	total, mW	internal, mW
combinational	0.346	0.0455	0.206	0.161
clock	0.101	0.162	0.422	0.261
sequential	0.615	0.0962	0.758	0.662
total	1.06	0.304	1.39	1.08
-- cell usage in the layout (no fill, tap or decap), types with 3 or more instances in the layout --
master	instances
nand3_1	7
nand2_1	7
ha_1	3
clkdlybuf4s50_1	42
xnor2_1	7
nor2_1	12
nor3_1	13
clkbuf_8	9
nor4_2	3
edfxtp_1	58
xor2_1	8
and3_1	3
-- metal layers --
| metal | part of all wire | wire (um) | GRT usage |
|---|---|---|---|
| met1 | 0.48 | 1860 | 0.382 |
| met2 | 0.42 | 1590 | 0.219 |
| met3 | 0.079 | 301 | 0.0759 |
| met4 | 0.020 | 76 | 0.0356 |
| met5 | 0 | 0 | 0 |
-- worst max-delay path: cells and delay by family, from the launching register on --
kind,cells,cell delay (ns)
DFF,1,0.31
buffers and inverters,2,1.08
-- through the flow --
stage	setup WS [ns]	total power [mW]	instance area, sq um	instances
2_1_floorplan	2.86	0.797	2310	140
3_3_place_gp	2.34	0.970	2780	233
3_5_place_dp	2.29	0.976	2780	233
4_1_cts	2.47	1.40	2990	249
5_1_grt	2.41	1.46	2990	249
6_report	2.50	1.39	2990	249
-- cell type report --
| type | count | area [sq um] | share of cell area |
|---|---|---|---|
| well taps | 52 | 65.1 | 0.0217 |
| flip-flops and latches | 59 | 1760 | 0.589 |
| clock inverters | 6 | 80.1 | 0.0268 |
| clock buffers | 10 | 128 | 0.0427 |
| inverters | 2 | 7.51 | 0.00251 |
| multi-input cells | 77 | 520 | 0.174 |
| repair buffers | 43 | 428 | 0.143 |
-- flip-flops by register name (all words and copies together) (netlist names) --
register	cells
wr_en	1
wr_addr_x_next	10
rd_addr_x	10
rd_addr_y	9
data_out	1
wr_addr_y_next	9
wr_addr_x	10
wr_addr_y	9
-- cells in the mapped netlist --
| library cell | count |
|---|---|
| xnor2_1 | 7 |
| ha_1 | 3 |
| and4_4 | 1 |
| nor2_1 | 12 |
| nor4_2 | 3 |
| inv_1 | 2 |
| a41oi_2 | 1 |
| xor2_1 | 8 |
| nand4_1 | 2 |
| buf_6 | 1 |
| nor4_1 | 1 |
| buf_2 | 1 |
| dfxtp_1 | 1 |
| o21ai_0 | 1 |
| nand2_1 | 7 |
| nand3b_1 | 1 |
| o21ai_4 | 1 |
| nor3_2 | 1 |
| a41o_1 | 1 |
| and3_1 | 3 |
| nand2b_1 | 1 |
| o21a_1 | 1 |
| a31o_2 | 1 |
| edfxtp_1 | 58 |
| nor2_2 | 1 |
| nand3_1 | 7 |
| nor3_1 | 13 |
-- kinds of logic (layout without fill, tap and decap cells) --
kind of cell | count (synthesis) | after routing | synth area share
compound gates | 6 | 6 | 0.0277
xor+xnor | 15 | 15 | 0.0570
fa+ha+maj | 3 | 3 | 0.0163
buf+inv | 4 | 61 | 0.0103
flops | 59 | 59 | 0.764
simple gates | 53 | 53 | 0.125
Power figures rest on the tool's default switching activity, not on a simulated workload.
