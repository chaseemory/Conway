==> design.v <==
module v_driver(
	input wire clk,
	input wire data,
	output reg transfer_start,
	output reg logic_start,
	output wire [9:0] x_val,
	output wire [8:0] y_val, 
	output wire h_sync, v_sync,
	output wire [3:0] red, green, blue
    );
    parameter X_MAX 		= 10'd639;
    parameter Y_MAX 		= 9'd479;
    parameter X_SIZE		= 10'd799;
    parameter Y_SIZE		= 10'd525;
    parameter X_ZERO 		= 10'b0000000000;
    parameter Y_ZERO 		= 10'b0000000000;
    parameter COUNT_MULT 	= 3'd6;
    reg [9:0] x_reg = X_ZERO, x_next = X_ZERO + 1'b1, y_reg = Y_ZERO, y_next = Y_ZERO;
    reg [3:0] red_reg = 4'h0, red_next = 4'h0, green_reg = 4'h0, green_next = 4'h0, blue_reg = 4'h0, blue_next = 4'h0;
    reg h_sync_reg = 1'b0, h_sync_next = 1'b0, v_sync_reg = 1'b0, v_sync_next = 1'b0;
    reg v_en;
    reg [2:0] count = 3'b000, count_next = 3'b000;
    always @ (posedge clk) begin
    	count		<= count_next;
    	x_reg 		<= x_next;
    	y_reg 		<= y_next;
   		v_sync_reg 	<= v_sync_next;
    	h_sync_reg 	<= h_sync_next;
    	red_reg 	<= red_next;
    	green_reg	<= green_next;
    	blue_reg	<= blue_next;
    	v_en 		<= ( (x_reg < 10'd640) & (y_reg < 10'd480) );
    	case(v_en)
    	    1: begin
    				red_next	<= {4{data}};
    	    		green_next	<= {4{data}};
    	    		blue_next	<= {4{data}};
    	    	end
    	    0: begin
    	    		red_next	<= 4'h0;
    	        	green_next	<= 4'h0;
    	   			blue_next	<= 4'h0;
    	    	end
    	endcase	
    end
    always_comb begin
    	transfer_start = (x_next == X_ZERO & y_next == 10'd432) ? 1'b1 : 1'b0;
    	logic_start = (x_next == X_ZERO + 1'b1 & y_next == Y_ZERO) ? 1'b1 : 1'b0;
		h_sync_next = (x_reg > 10'd659) & (x_reg < 10'd756);
		v_sync_next = (y_reg > 10'd493) & (y_reg < 10'd496);
    	count_next = (count < COUNT_MULT - 1'b1) ? count + 1'b1 : 4'b0000;
    	y_next 	= (x_reg == X_SIZE) ? ( (y_reg < Y_SIZE) ? y_reg + 1'b1 : Y_ZERO) : y_reg;
    	x_next 	= (x_reg == X_SIZE) ? X_ZERO : ( (count == COUNT_MULT - 1'b1) ? ( x_reg + 1'b1 ) : x_reg );
    end
    assign red = red_reg;
    assign green = green_reg;
    assign blue = blue_reg;
    assign h_sync = h_sync_reg;
    assign v_sync = v_sync_reg;
    assign x_val = x_reg;
    assign y_val = y_reg[8:0];	
endmodule
==> run.sh <==
#!/bin/bash
# OpenROAD 26Q1-2900-gdf79404cd8, Yosys 0.63+post, stock flow scripts
make -C /OpenROAD-flow-scripts/flow DESIGN_CONFIG=/design/flow/config.mk WORK_HOME=/design/flow/orfs finish
==> config.mk <==
export PLATFORM = sky130hd
export DESIGN_NAME = v_driver
export DESIGN_NICKNAME = v_driver
export VERILOG_FILES = /design/flow/design.v
export SDC_FILE = /design/flow/constraint.sdc
export NUM_CORES = 4
export LEC_CHECK = 1
export CORE_AREA = 10 10 101 101
export DIE_AREA = 0 0 111 111
export SYNTH_HDL_FRONTEND = slang
==> constraint.sdc <==
current_design v_driver

set clk_period 8.1
set clk_io_pct 0.2

create_clock -name clk0 -period $clk_period [get_ports {clk}]

set non_clock_inputs [all_inputs -no_clocks]
set_input_delay [expr $clk_period * $clk_io_pct] -clock clk0 $non_clock_inputs
set_output_delay [expr $clk_period * $clk_io_pct] -clock clk0 [all_outputs]
==> results_dict.tcl <==
# flow metrics
set metrics [dict create \
    top_cell_area_share_pct 32.0 \
    crit_chain "ha_1 -> and3_1 -> and3_1 -> a41oi_1 -> nor4_1 -> o21ai_1 -> nor4_2 -> clkdlybuf4s50_1" \
    synth-edff-count 0 \
    io_buffers 36 \
    yosys-top-cells-area "dfxtp_1 (32%), buf_4 (8.6%), nand2_1 (5.4%)" \
    yosysCellCount 216 \
    die_height_um 111 \
    critical-path-top-delay-family "simple AND/OR/NAND/NOR gates" \
    crit_slowest_cell "and3_1" \
    path_max_fanout 20 \
    row_count 33 \
    cts_max_level 1 \
    worst_ep_arrival_time_ns 3.46 \
    fin_crit_ns 5.08 \
    routed_wl_um 4240 \
    path_common_cell "and3_1" \
    post_cts_buffers 0 \
    r2r_end "y_reg[7]" \
    dpl_cell_area_sq_um 2040 \
    startpoint "x_val[0]" \
    grt_max_degree 21 \
    fillCellCount 840 \
    simple_gate_share_pct 26.9 \
    tightest_slew_ns 0.744 \
    yosysSeqAreaShare_pct 32.0 \
    cts.path.max_buffers 2 \
    place_congestion 0.872 \
    top_cell "dfxtp_1" \
    synth_flops 28 \
    ir_drop_uv 74.7 \
    topCombFamilyByArea "simple AND/OR/NAND/NOR gates" \
    ios 37 \
    status "finished, final reports clean" \
    max_slew_margin_pct 50.4 \
    timing.rr.start "x_val[0]" \
    dieArea_sq_um 12300 \
    postSynthAreaPerCell_sq_um 8.10 \
    antennaDiodeCount 0 \
    ff2ff_path_depth 5 \
    yosys_area_sq_um 1750 \
    wl_per_cell_um 12.9 \
    setup_tns_ns 0 \
    warnings 28 \
    tritoncts "built" \
    cts_hold_buf 0 \
    cp-start-kind "register" \
    clock-sinks 28 \
    antenna_found_initial 0 \
    postRouteAntennaNets 0 \
    top_area_cell "dfxtp_1" \
    via_count 1511 \
    clock.latency.late_pin_ns 0.27 \
    route.detailed.drc 0 \
    cts_made_buffers 3 \
    synthMuxAreaShare_pct 0.572 \
    aoi_share_pct 17.2 \
    synthCells 216 \
    cts_root_buffer "clkbuf_8" \
    finalCritPeriodShare_pct 62.7 \
    maxCapViolations 0 \
    xor_share_pct 7.01 \
    core_area_sq_um 8130 \
    first_pass_iters 4 \
    crit_required_ns 6.48 \
    initial_core_util_pct 21.5 \
    dieWidth_um 111 \
    fin_ws_ns 3.02 \
    drt_iter0_drc 58 \
    path_clk_slew_ns 0.10 \
    drive_above_1_share_pct 5.78 \
    fmax_ghz 0.197 \
    worst_hold_path_type "reg -> reg" \
    design_area_sq_um 2100 \
    yosys-top-cells-count "dfxtp_1 (28), nand2_1 (25), buf_4 (20)" \
    cp.depth 8 \
    ff_type "dfxtp_1" \
    finClkSkew_ns 0.00187 \
    end_kind "output port" \
    endpoint "transfer_start" \
    crit_buf_inv 1 \
    syn_to_final_growth_pct 19.8 \
    async_flop_share_pct 0 \
    yosysWarnings 0 \
    crit_type "reg -> out" \
    cts_resized 0 \
    overflow 0 \
    grt_pass1_vias 1360 \
    ys_types 49 \
    grt_pass1_wl_um 7140 \
    max_stage_delay_ns 0.66 \
    regArea_sq_um 561 \
    place_ws_ns 3.31 \
    dp_hpwl_um 3250 \
    rsz0062_at_grt "no" \
    logic_area_sq_um 978 \
    power.density_nw_per_um2 108 \
    slew_violations 0 \
    adder_share_pct 4.29 \
    r2r_setup_slack_ns 5.81 \
    finalPower_w 0.000227 \
    grt_usage_pct 6.72 \
    via_per_inst 4.58 \
    leakage_nw 0.708 \
    setup_violations 0 \
    finalHoldViolations 0 \
    syn-cell-area_sq_um 1750 \
]
[layout by cell type (no fill, tap or decap), types with 6 or more instances in the layout]
master | Yosys | layout
clkdlybuf4s50_1 | 0 | 36
dfxtp_1 | 28 | 28
nand2_1 | 25 | 25
nor2_1 | 15 | 15
o21ai_0 | 10 | 10
nand3_1 | 8 | 8
xnor2_1 | 8 | 8
nand4_1 | 6 | 6
nor3_1 | 6 | 6
a21oi_1 | 6 | 6
xor2_1 | 6 | 6
o21ai_1 | 6 | 6
ha_1 | 6 | 6
[routing by layer]
layer,wire length [um],vias to the layer above,track usage [%]
met3,328,4,2.03
met4,53,0,0.868
li1,-,769,-
met2,1870,47,10.2
met1,2000,691,9.38
met5,0,-,0
[metrics by stage]
stage	hold WS, ns	cells	util, %
CTS	0.337	330	25.8
global route	0.348	330	25.8
floorplan	0.310	216	-
global placement	0.311	326	25.1
finish	0.336	330	25.8
detailed placement	0.312	326	25.1
[how the worst min path moves through the flow]
stage,from,endpoint,slack [ns],depth (start not counted)
CTS,blue_next[2],blue[2],0.34,0
global route,blue_next[2],blue[2],0.35,0
finish,blue_next[2],blue[2],0.34,0
[where the power goes]
| group | switching, W | internal, W | leakage (nW) | total, W |
|---|---|---|---|---|
| registers | 0 | 0.000138 | 0.225 | 0.000138 |
| logic | 0.0000000365 | 0.000000413 | 0.454 | 0.000000450 |
| clock network | 0.0000454 | 0.0000436 | 0.0288 | 0.0000890 |
| total | 0.0000454 | 0.000182 | 0.708 | 0.000227 |
[area by class of cell]
type	count	area share, %
Multi-Input combinational cell	154	46.7
Sequential cell	28	26.7
Timing Repair Buffer	36	17.2
Tap cell	105	6.26
Clock buffer	4	2.63
Inverter	3	0.537
[logic make-up after synthesis]
family / count (synthesis)
simple gates: 89
fa+ha+maj: 6
flops: 28
mux: 1
buf+inv: 34
xor+xnor: 14
compound gates: 44
No activity file was given, so power comes from the tool's default toggle rates.
