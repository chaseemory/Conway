==> design.v <==
module conway_logic_v2(
	 input wire start,
	 input wire clk,
	 input wire rd_data,
	 output reg [9:0] rd_addr_x = 10'd1,
	 output reg [8:0] rd_addr_y = 9'd479,
	 output reg wr_data = 1'b0,
	 output reg wr_en = 1'b0,
	 output reg [9:0] wr_addr_x = 10'b0000000000,
	 output reg [8:0] wr_addr_y = 9'b000000000
    );
	parameter X_MAX 	= 10'd639;
    parameter Y_MAX 	= 9'd479;
    parameter X_ZERO 	= 10'b0000000000;
    parameter Y_ZERO 	= 9'b000000000;
    reg [9:0] x_pos = X_ZERO, x_pos_next = X_ZERO;
    reg [8:0] y_pos = Y_ZERO, y_pos_next = Y_ZERO;
    reg [9:0] rd_addr_x_next = X_ZERO, wr_addr_x_next = X_ZERO;
    reg [8:0] rd_addr_y_next = Y_ZERO, wr_addr_y_next = Y_ZERO;
    reg wr_en_next = 1'b0;
	reg enable = 1'b0, enable_next = 1'b0;
    reg conway_result;
    reg [3:0] conway_life = 4'b0000;
    reg [8:0] conway_grid = 9'b000000000;
    reg [3:0] count = 4'b0000, count_next = 4'b0000;
    always @ (posedge clk) begin
    		enable <= enable_next;
        	if(enable) begin
        		x_pos		<= x_pos_next;
        		y_pos		<= y_pos_next;
        		wr_addr_x 	<= x_pos;
        		wr_addr_y 	<= y_pos;
        		rd_addr_x 	<= rd_addr_x_next;
        		rd_addr_y 	<= rd_addr_y_next;
        		wr_data		<= conway_result;
        		wr_en		<= wr_en_next;
        		count 		<= count_next;
        		case(count)
        			1: conway_grid[0] <= rd_data;
        			2: conway_grid[1] <= rd_data;
        			3: conway_grid[2] <= rd_data;
        			4: if(x_pos == 0) conway_grid[3] <= rd_data;
        			5: begin 
        			    	if(x_pos == 0) conway_grid[4] <= rd_data;
        			    	else conway_grid <= {conway_grid[5:0],3'b000};
        			    end
        			6: if(x_pos == 0) conway_grid[5] <= rd_data;
        			7: if(x_pos == 0) conway_grid[6] <= rd_data;
        			8: if(x_pos == 0) conway_grid[7] <= rd_data;
        			9: if(x_pos == 0) conway_grid[8] <= rd_data;
        			10: conway_grid <= {conway_grid[5:0],3'b000};
        		endcase
        	end
    	end
        always_comb begin
        	conway_life = conway_grid[0] + conway_grid[1] + conway_grid[2] + conway_grid[3] 
        					+ conway_grid[5] + conway_grid[6] + conway_grid[7] + conway_grid[8];
        	case(conway_grid[4])
        		1'b0: conway_result = (conway_life == 4'b0011) ? 1'b1 : 1'b0;
        		1'b1: conway_result = (conway_life == 4'b0010 | conway_life == 4'b0011)	? 1'b1 : 1'b0;
        		default:	conway_result = 1'b1;
        	endcase
        	case(count)
        		0: 	begin
        				rd_addr_x_next = ( x_pos == X_MAX ) ? X_ZERO : x_pos + 1'b1;
        				rd_addr_y_next = y_pos;
        				count_next = count + 1'b1;
        				wr_en_next = 1'b0;
        				x_pos_next = x_pos;
        				y_pos_next = y_pos;
        				enable_next = ( x_pos == X_ZERO & y_pos == Y_ZERO & start == 1'b1) ? 1'b1 : enable;
        			end
        		1:	begin
        				rd_addr_x_next = ( x_pos == X_MAX ) ? X_ZERO : x_pos + 1'b1;
        		    	rd_addr_y_next = ( y_pos == Y_MAX ) ? Y_ZERO : y_pos + 1'b1;
        		    	count_next = count + 1'b1;
        		    	wr_en_next = 1'b0;
        		    	x_pos_next = x_pos;
        		    	y_pos_next = y_pos;
        		    	enable_next = enable;
        		    end
        		2:	begin
        				rd_addr_x_next = x_pos;
        				rd_addr_y_next = ( y_pos == Y_ZERO ) ? Y_MAX : y_pos - 1'b1;
        				count_next = count + 1'b1;
        				x_pos_next = x_pos;
        				y_pos_next = y_pos;
        				wr_en_next = 1'b0;
        				enable_next = enable;	
        			end
    			3:	begin
    					rd_addr_x_next = x_pos;
    			    	rd_addr_y_next = y_pos;
    			    	count_next = count + 1'b1;
    			    	wr_en_next = 1'b0;
    			    	x_pos_next = x_pos;
    			    	y_pos_next = y_pos;
    			    	enable_next = enable;
        		    end
        		4:	begin
        				case(x_pos)
        					0:			begin
        					    			rd_addr_x_next = x_pos;
        					    			rd_addr_y_next = ( y_pos == Y_MAX ) ? Y_ZERO : y_pos + 1'b1;
        					    			count_next = count + 1'b1;
        					    			wr_en_next = 1'b0;
        					    			x_pos_next = x_pos;
        					    			y_pos_next = y_pos;
        					    			enable_next = enable;
        								end
        					 default:	begin
        					   				rd_addr_x_next = 2'bxx;
        					     		    rd_addr_y_next = 2'bxx;
        					     		    count_next = count + 1'b1;
        					     		    wr_en_next = 1'b0;
        					     		    x_pos_next = x_pos;
        					     		    y_pos_next = y_pos;
        					     		    enable_next = enable;
        					        	end	
        				endcase	
        			end
        		5:	begin
        				case(x_pos)
        				    0:			begin
        				    				rd_addr_x_next = ( x_pos == X_ZERO ) ? X_MAX : x_pos - 1'b1;
        				        			rd_addr_y_next = ( y_pos == Y_ZERO ) ? Y_MAX : y_pos - 1'b1;
        				        			count_next = count + 1'b1;
        				        			wr_en_next = 1'b0;
        				        			x_pos_next = x_pos;
        				        			y_pos_next = y_pos;
        				        			enable_next = enable;
        				    			end
        				    default:	begin
        				    				wr_en_next = 1'b1;
        				    				x_pos_next = (x_pos == X_MAX) ? X_ZERO : x_pos + 1'b1;
        				    				y_pos_next = (x_pos == X_MAX) ? ( (y_pos < Y_MAX) ? y_pos + 1'b1 : Y_ZERO) : y_pos;
        				    				rd_addr_x_next = ( x_pos_next == X_MAX ) ? X_ZERO : x_pos_next + 1'b1;
        				    				rd_addr_y_next = ( y_pos_next == Y_ZERO ) ? Y_MAX : y_pos_next - 1'b1;
        				    				count_next = 4'b0000;
        				    				enable_next = (x_pos == X_MAX & y_pos == Y_MAX) ? 1'b0 : 1'b1;
        				    			end	
        				endcase
        			end
        		6:	begin
        		    	rd_addr_x_next = ( x_pos == X_ZERO ) ? X_MAX : x_pos - 1'b1;
        		    	rd_addr_y_next = y_pos;
        		    	count_next = count + 1'b1;
        		    	wr_en_next = 1'b0;
        		    	x_pos_next = x_pos;
        		    	y_pos_next = y_pos;
        		    	enable_next = enable;
        		    end
        		7:	begin
        				rd_addr_x_next = ( x_pos == X_ZERO ) ? X_MAX : x_pos - 1'b1;
        				rd_addr_y_next = ( y_pos == Y_MAX ) ? Y_ZERO : y_pos + 1'b1;
        				count_next = count + 1'b1;
        				wr_en_next = 1'b0;
        				x_pos_next = x_pos;
        				y_pos_next = y_pos;
        				enable_next = enable;
        			end
        		8:	begin
        				rd_addr_x_next = ( x_pos_next == X_MAX ) ? X_ZERO : x_pos_next + 1'b1;
        				rd_addr_y_next = ( y_pos_next == Y_ZERO ) ? Y_MAX : y_pos_next - 1'b1;
        				count_next = count + 1'b1;
        				wr_en_next = 1'b0;
        				x_pos_next = x_pos;
        				y_pos_next = y_pos;
        				enable_next = enable;
        		    end
        		9:	begin
        		        rd_addr_x_next = 10'bxxxxxxxxxx;
        		        rd_addr_y_next = 9'bxxxxxxxxx;
        		        count_next = count + 1'b1;
        		        wr_en_next = 1'b0;
        		        x_pos_next = x_pos;
        		        y_pos_next = y_pos;
        		        enable_next = enable;
        		    end
        		10:	begin
        		        count_next = 1'b0;
        		        wr_en_next = 1'b1;
        		        x_pos_next = (x_pos == X_MAX) ? X_ZERO : x_pos + 1'b1;
        		        y_pos_next = (x_pos == X_MAX) ? ( (y_pos > Y_MAX) ? y_pos + 1'b1 : Y_ZERO) : y_pos;
        		        enable_next = enable;
        		        rd_addr_x_next = ( x_pos_next == X_MAX ) ? X_ZERO : x_pos_next + 1'b1;
        		        rd_addr_y_next = ( y_pos_next == Y_ZERO ) ? Y_MAX : y_pos_next - 1'b1;
        		    end
        		default:
        			begin
        				rd_addr_x_next = 2'bxx;
        			    rd_addr_y_next = 2'bxx;
        			    count_next = 4'bxxxx;
        			    wr_en_next = 1'bx;
        			    x_pos_next = 2'bxx;
        			    y_pos_next = 2'bxx;
        			    enable_next = 1'bx;
        			end
        	endcase
        end   
    endmodule
==> run.sh <==
#!/bin/bash
# OpenROAD 26Q1-2900-gdf79404cd8, Yosys 0.63+post, stock flow scripts
make -C /OpenROAD-flow-scripts/flow DESIGN_CONFIG=/design/flow/config.mk WORK_HOME=/design/flow/orfs finish
==> config.mk <==
export PLATFORM = sky130hd
export DESIGN_NAME = conway_logic_v2
export DESIGN_NICKNAME = conway_logic_v2
export VERILOG_FILES = /design/flow/design.v
export SDC_FILE = /design/flow/constraint.sdc
export NUM_CORES = 4
export LEC_CHECK = 1
export CORE_UTILIZATION = 40
export SYNTH_HDL_FRONTEND = slang
==> constraint.sdc <==
current_design conway_logic_v2

set clk_period 8.8
set clk_io_pct 0.2

create_clock -name clk0 -period $clk_period [get_ports {clk}]

set non_clock_inputs [all_inputs -no_clocks]
set_input_delay [expr $clk_period * $clk_io_pct] -clock clk0 $non_clock_inputs
set_output_delay [expr $clk_period * $clk_io_pct] -clock clk0 [all_outputs]
==> tab_implementation.tex <==
% Yosys + OpenROAD metrics
\begin{tabular}{lr}
\hline
Metric & Value \\
\hline
\multicolumn{2}{l}{\textbf{Power}} \\
Clock Power Share & 46.4\% \\
P\_int & 0.000565 W \\
Part of the power in registers & 53.3\% \\
Switching Fraction & 20.0\% \\
Power share of the combinational group & 0.3\% \\
Switching power & 0.000141 W \\
Power per cell area & 102 nW/um\^{}2 \\
Highest ir drop seen on vdd & 79.5 uV \\
LEAKAGE & 2.55 nW \\
\multicolumn{2}{l}{\textbf{Die}} \\
Chip height & 126 um \\
Init Core Util & 41.6\% \\
Number of rows created at floorplan & 44 \\
Die Footprint & 15800 sq um \\
Overall die width & 126 um \\
\# IOs & 43 \\
Standard cell core area & 14800 sq um \\
\multicolumn{2}{l}{\textbf{Final timing}} \\
Maximum clock frequency & 225 MHz \\
Fin Clk Skew & 0.00881 ns \\
Count of final max-slew check failures & 0 \\
Setup repair after global routing missed its margin & no \\
Time the worst path needs with I/O delays and setup & 4.45 ns \\
Number of endpoints with negative hold slack in the final report & 0 \\
Setup TNS Final & 0 ns \\
Slew of the pin with the lowest slew margin & 0.961 ns \\
Number of setup violations in the final report & 0 \\
Rel. slew slack & 35.0\% \\
Share of the clock period used by the worst path & 50.6\% \\
\multicolumn{2}{l}{\textbf{Run status}} \\
Run status & finished clean \\
\multicolumn{2}{l}{\textbf{Flow run}} \\
Max-Cap Viols & 0 \\
Number of warnings in the stage logs & 31 \\
\multicolumn{2}{l}{\textbf{Logic synthesis}} \\
Total standard cell area after synthesis & 6140 sq um \\
Cell accounting for the most synthesized area & edfxtp\_1 \\
Number of distinct library cells after synthesis & 80 \\
Largest type area fraction & 35.7\% \\
Sequential share of the synthesized area & 35.7\% \\
Number of flops mapped to enable cells by yosys & 73 \\
Warnings from Yosys & 0 \\
Gate count after technology mapping & 716 \\
Area figure in the yosys stat output & 6140 sq um \\
Average cell area after synthesis & 8.57 sq um \\
Proportion of register bits with asynchronous set or reset after synthesis & 0\% \\
Dominant cells by area after synthesis & edfxtp\_1, o21ai\_0, a21oi\_1 \\
Count of instantiated cells in the yosys netlist & 716 \\
Main synth FF type & edfxtp\_1 \\
Register bit count reported by yosys & 73 \\
\multicolumn{2}{l}{\textbf{Place}} \\
Placed standard-cell area & 6680 sq um \\
Final weighted congestion in routability-driven placement & 1.01 \\
PortBufs & 42 \\
Post-detailed-placement half-perimeter wirelength & 15800 um \\
\multicolumn{2}{l}{\textbf{Clock network}} \\
Number of H-tree levels & 3 \\
Number of buffers inserted for hold repair after clock tree synthesis & 0 \\
Buffers from clock root to sink, at most & 2 \\
Number of CTS-inserted buffers & 9 \\
Clk sinks & 73 \\
Resize count post-CTS & 0 \\
Clock-pin slew of the registers on the worst-case setup and hold paths & 0.06 ns \\
Number of buffers inserted by post-CTS setup repair & 0 \\
Clock tree from TritonCTS & built \\
Worst skew pair latency & 0.35 ns \\
Buffer type at the clock tree root & clkbuf\_16 \\
\multicolumn{2}{l}{\textbf{Detailed routing}} \\
DR DRC count & 0 \\
Antenna-violating nets left & 0 \\
Antenna Cells & 0 \\
Final routed wire length divided by cell count & 23.5 um \\
Final Routed Wirelength & 21600 um \\
Pre-Repair DR Iteration Count & 5 \\
Via density per instance & 6.34 \\
Vias & 5842 \\
Number of DRC markers in iteration 0 & 635 \\
\multicolumn{2}{l}{\textbf{Layout}} \\
Number of filler instances in the final layout & 1404 \\
Area used by multi-input combinational logic & 3600 sq um \\
Area taken by flip-flops and latches & 2190 sq um \\
Proportion of layout cells with a drive suffix above 1 & 7.33\% \\
Final std cell area, no fill & 6930 sq um \\
Synth-to-layout area growth & 12.9\% \\
\multicolumn{2}{l}{\textbf{Global routing}} \\
Congestion Overflow GR & 0 \\
Pin count of the biggest net entering global routing & 41 \\
Via count of the first global-routing pass & 5410 \\
Number of antenna violations at the first check in global routing & 0 \\
First-pass GRT wire length & 33000 um \\
Total routing usage reported by global routing & 28.9\% \\
\multicolumn{2}{l}{\textbf{Worst setup path}} \\
Category of the worst setup path capture point & register \\
Required time of the critical path & 8.96 ns \\
Critical Path Source Type & register \\
Number of cells traversed by the worst register-to-register path & 11 \\
Worst setup slack for register-to-register paths & 4.35 ns \\
CP startpoint & x\_pos[0] \\
Data arrival time of the critical path & 4.61 ns \\
Worst Path Max Fanout & 15 \\
Reg2Reg Capture Point & rd\_addr\_y[5] \\
Worst Setup Path Type & reg2reg \\
Source of the worst register-to-register timing path & x\_pos[0] \\
\multicolumn{2}{l}{\textbf{Worst hold path}} \\
Hold path start & conway\_grid[4] \\
Path type of the worst min-delay path & reg2reg \\
Terminating pin of the worst hold path & conway\_grid[7] \\
Count of cells along the worst hold path & 2 \\
\hline
\end{tabular}
## critical path, cell delays in order, from the launching register on
cell	delay (ns)
edfxtp_1	0.53
inv_1	0.17
ha_1	0.26
nor4b_1	0.80
nand3_1	0.76
nor2_1	0.74
nor2_1	0.25
o31ai_1	0.29
a22oi_1	0.14
o21ai_0	0.13
a21oi_1	0.11
o311ai_2	0.09
## how the worst max path moves through the flow
stage	to	slack [ns]	cells past startpoint
finish	rd_addr_y[5]	4.35	11
CTS	rd_addr_x[5]	4.39	12
global route	rd_addr_x[5]	3.97	12
## sequential cells by signal, indices dropped and copies added, names as in the netlist
register and count:
conway_grid 9, count 4, enable 1, rd_addr_x 10, rd_addr_y 9, wr_addr_x 10
wr_addr_y 9, wr_data 1, wr_en 1, x_pos 10, y_pos 9
## final cells by class
class / instances / share of cell area (%)
well taps: 184 / 3.32
flip-flops and latches: 73 / 31.6
inverters: 31 / 1.68
multi-input cells: 560 / 51.9
clock buffers: 11 / 3.36
repair buffers: 58 / 7.80
clock inverters: 4 / 0.307
## cell usage in the layout, fill, tap and decap left out, types with 6 or more instances in the layout
cell / instances
a211oi_1: 8
a21oi_1: 54
a221oi_1: 9
a31oi_1: 9
and2_1: 9
and3_1: 7
buf_4: 16
clkbuf_16: 9
clkdlybuf4s50_1: 42
edfxtp_1: 73
ha_1: 16
inv_1: 31
nand2_1: 64
nand3_1: 29
nand4_1: 12
nor2_1: 59
nor2b_1: 14
nor3_1: 22
nor4_1: 6
o211ai_1: 6
o21ai_0: 60
o21ai_1: 9
o22ai_1: 7
o31ai_1: 11
or3_1: 6
xnor2_1: 28
xor2_1: 15
## stage by stage
step                setup slack [ns]  power, W  hold WS (ns)  std cells  util (%)
global placement                4.35  0.000386         0.547        906      45.3
detailed placement              4.40  0.000386         0.542        906      45.3
global route                    3.97  0.000727         0.615        921      47.0
floorplan                       5.39  0.000385         0.421        716         -
finish                          4.35  0.000707         0.549        921      47.0
CTS                             4.39  0.000714         0.556        921      47.0
## cells in the mapped netlist (all sizes together), types with 14 or more instances
library cell,n
a21oi,54
buf,22
clkbuf,30
edfxtp,73
ha,16
inv,31
nand2,65
nand3,29
nor2,60
nor2b,14
nor3,25
o21ai,70
o31ai,15
xnor2,28
xor2,15
## cells by family (layout without fill, tap and decap cells)
group                    after synthesis  count (layout)  synth area share [%]
AND/OR/NAND/NOR                      261             261                  22.0
AND-OR/OR-AND                        232             232                  25.2
buffers and inverters                 83             104                  5.67
flip-flops                            73              73                  35.7
XOR/XNOR                              43              43                  6.14
adder cells (fa/ha/maj)               20              20                  4.57
multiplexers                           4               4                 0.713
## layer usage
metal | up-vias | wire (um) | global-route usage, %
met2 | 280 | 9290 | 39.9
met3 | 36 | 2100 | 8.18
met1 | 2801 | 9840 | 46.8
met5 | - | 0 | 0
li1 | 2725 | - | -
met4 | 0 | 386 | 5.67
## power groups by stage
stage	Combinational, W	Sequential (W)	Clock (W)
final	0.00000177	0.000377	0.000328
after global routing	0.00000196	0.000377	0.000348
after CTS	0.00000181	0.000377	0.000336
Power and IR drop assume default switching activity.
